==> flow/design.v <==
module gap_tv(
	clk,
	rst_n,
	f_num,
	ren,
	raddr,
	din,
	wen,
	waddr,
	dout
);
	input clk, rst_n;
	input [6:0] f_num;
	input [16*16-1:0] din;
	output ren, wen;
	output [7:0] raddr, waddr;
	output [16*16-1:0] dout;
	wire dx_diff_rst_n, out_valid;
	dx_diff_addr_counter dx_c1(
		.clk(clk),
		.rst_n(rst_n),
		.en(1),
		.dx_diff_rst_n(dx_diff_rst_n),
		.addr(raddr)
	);
	dx_diff dx1(
		.clk(clk),
		.rst_n(rst_n),
		.dx_diff_rst_n(dx_diff_rst_n),
		.in(din),
		.out(dout),
		.all_out_valid(out_valid)
	);
	dx_diff_addr_counter dx_c2(
		.clk(clk),
		.rst_n(rst_n),
		.en(out_valid),
		.dx_diff_rst_n(),
		.addr(waddr)
	);
	assign ren = 1;
	assign wen = out_valid;
endmodule
module dx_diff_addr_counter(
	clk,
	rst_n,
	en,
	dx_diff_rst_n,
	addr
);
	input clk, rst_n, en;
	output reg dx_diff_rst_n;
	output [7:0] addr;
	reg [7:0] dx_diff_addr_row, dx_diff_addr_col;
	always @(posedge clk, negedge rst_n)
		begin
			dx_diff_rst_n <= 1;
			if (rst_n == 0)
				begin
					dx_diff_rst_n <= 0;
					dx_diff_addr_row <= 0;
					dx_diff_addr_col <= 4 - 1;
				end
			else if (en)
				begin
					if (dx_diff_addr_col == 0 && dx_diff_addr_row == (48 - 1))
						begin
							dx_diff_addr_row <= 0;
							dx_diff_addr_col <= 4 - 1;
						end
					else if (dx_diff_addr_col == 0)
						begin
							dx_diff_addr_row <= dx_diff_addr_row + 1;
							dx_diff_addr_col <= 4 - 1;
						end
					else
						begin
							if (dx_diff_addr_col == 4 - 1)
								begin
									dx_diff_rst_n <= 0;
								end
							dx_diff_addr_col <= dx_diff_addr_col - 1;
						end
				end
		end
	assign addr = (dx_diff_addr_row * 4) + dx_diff_addr_col;
endmodule
module dx_diff(
	clk,
	rst_n,
	dx_diff_rst_n,
	in,
	out,
	all_out_valid
);
	input clk, rst_n, dx_diff_rst_n;
	input [16*16-1:0] in;
	output reg [16*16-1:0] out;
	output all_out_valid;
	reg [15:0] prev;
	reg [15:0] in_array [0:16-1];
	wire [15:0] out_array [0:16-1];
	wire [15:0] out_valid;
	wire [15:0] faults [0:2];
	wire [15:0] prev_in;
	wire [15:0] prev_in_test;
	assign all_out_valid = &out_valid;
	integer i;
	always @(*)
		begin
			for (i = 0; i <= (16 - 1); i = i + 1)
				begin
					in_array[i] = in[i*16 +: 16];
					out[i*16 +: 16] = out_array[i];
				end
		end
	genvar j;
	generate
		for (j = 0; j < 16 - 1; j = j + 1)
			fp16_subtract u_subtract(
				.aclk(clk),
				.aresetn(rst_n),
				.s_axis_a_tvalid(1),
				.s_axis_a_tdata(in_array[j+1]),
				.s_axis_b_tvalid(1),
				.s_axis_b_tdata(in_array[j]),
				.m_axis_result_tvalid(out_valid[j]),
				.m_axis_result_tdata(out_array[j]),
				.m_axis_result_tuser(faults[j])
			);
	endgenerate
	fp16_subtract u_subtract_last(
		.aclk(clk),
		.aresetn(rst_n),
		.s_axis_a_tvalid(1),
		.s_axis_a_tdata(prev_in),
		.s_axis_b_tvalid(1),
		.s_axis_b_tdata(in_array[16-1]),
		.m_axis_result_tvalid(out_valid[16-1]),
		.m_axis_result_tdata(out_array[16-1]),
		.m_axis_result_tuser(faults[16-1])
	);
	always @(posedge clk, negedge rst_n)
		begin
			if (rst_n == 0)
				prev <= 16'b0;
			else
				prev <= in_array[0];
		end
	assign prev_in_test = dx_diff_rst_n ? 16'b0 : in_array[16-1];
	assign prev_in = dx_diff_rst_n ? prev : in_array[16-1];
endmodule
==> flow/run.sh <==
#!/bin/bash
# OpenROAD 26Q1-2900-gdf79404cd8, Yosys 0.63+post, stock flow scripts
make -C /OpenROAD-flow-scripts/flow DESIGN_CONFIG=/design/flow/config.mk WORK_HOME=/design/flow/orfs finish
==> flow/config.mk <==
export PLATFORM = sky130hd
export DESIGN_NAME = dx_diff_addr_counter
export DESIGN_NICKNAME = dx_diff_addr_counter
export VERILOG_FILES = /design/flow/design.v
export SDC_FILE = /design/flow/constraint.sdc
export NUM_CORES = 4
export LEC_CHECK = 1
export CORE_AREA = 10 10 91 91
export DIE_AREA = 0 0 101 101
==> flow/constraint.sdc <==
current_design dx_diff_addr_counter

set clk_period 2.4
set clk_io_pct 0.2

create_clock -name clk0 -period $clk_period [get_ports {clk}]

set non_clock_inputs [all_inputs -no_clocks]
set_input_delay [expr $clk_period * $clk_io_pct] -clock clk0 $non_clock_inputs
set_output_delay [expr $clk_period * $clk_io_pct] -clock clk0 [all_outputs]
==> results.txt <==
Implementation results.

The flow ran to the end, and the final reports show no timing, DRC or antenna violations. The final hold violation count recorded for this run is 0. The critical setup path kind is flip-flop to output port. The share of final-layout standard cells stronger than drive strength 1 is 30.3%.

The core region is 0.00635 mm^2. In this run, distinct cell masters in the synthesized netlist total 39. The largest buffer count on any clock path is 2. On the critical path the data arrives at 1.82 ns. The switching share of total power is 34.9%.

For this design the total switching power over the nets is 0.582 mW. The script extracted a total leakage power of 0.676 nW. The delay of the slowest critical-path stage is 0.39 ns. The first global-routing pass estimated 3950 um of wire.

The clock sink total is 17. Per the finish-stage timing summary, setup violations number 0. The largest driver fanout on the critical path is 2. Relative to the synthesized area, the layout overhead comes to 40.0%. The antenna cell count is 0.

The first TritonRoute pass finished after 4 iterations. Per the CTS log, the maximum H-tree level is 1. The final report gives the core utilization as 24.3%. The launch instance of the worst register-to-register path is dx_diff_addr_col[2]. The critical path required time is 1.92 ns. The max-slew headroom at the worst pin is 71.2%. The number of antenna violations at the first check in global routing is 0. The max-slew violation count is 0. In this run the critical register-to-register path is captured at dx_diff_addr_row[4]. The synthesized area divided by synthesized cell count is 10.0 um^2.

Of the total power, the clock network draws 12.9%. The clock period minus final worst setup slack is 2.30 ns. The clock latency reported for the late side of the worst-skew pair is 0.25 ns. The via count of the first global-routing pass came to 818. After synthesis, flip-flops and latches occupy 38.8% of the total area. The number of top-level design ports is 12. The critical path's slowest cell is sky130_fd_sc_hd__fa_2. The number of cells traversed by the worst register-to-register path is 7.

Per the summary, power density relative to cell area is 1080 mW/mm^2. The cell area after synthesis is 0.00110 mm^2. The clock tree root buffer cell is sky130_fd_sc_hd__clkbuf_8.

The residual overflow from global routing is 0. For the pin with the worst max-slew slack, the measured transition is 0.431 ns. The tool flagged a number of max-cap violations equal to 0. Entering global routing, the biggest net connects 18 pins.

The instance count along the most critical hold path is 1. The registers of the reported paths see a clock transition of 0.07 ns. The die covers 0.0102 mm^2. Global routing used 4.67% of the available tracks. The chip area from the yosys synthesis statistics is 0.00110 mm^2. The number of standard cells reported by yosys is 110. During placement, the flow inserted port buffers numbering 11. Setup repair after global routing left no endpoint under its margin. The CTS tree is yes. The highest ir drop seen on vdd is 0.281 mV.

The most numerous cell type found on the critical path is sky130_fd_sc_hd__inv_1. The worst min-delay path startpoint is dx_diff_addr_row[7]. After layout, the worst path uses 95.9% of the clock period.

The dominant synthesized flop cell is sky130_fd_sc_hd__dfrtp_1. After technology mapping, the gate count stands at 110. The min-delay analysis places its worst path in the category flip-flop to flip-flop. Power comes to 1.67 mW. The count of synthesis-stage warnings from yosys is 1.

Across all stage logs, warnings added up to 28. The number of buffer and inverter instances along the worst setup path is 3. The floorplan step set the die height to 101 um. The number of DRC markers after the initial detailed-route iteration is 23. The total routed wirelength is 2530 um. Grouping stages by cell kind, the critical path spends the most delay in adder cells. For this run, the top clock speed supported by timing is 0.434 GHz. Combinational logic is responsible for 57.2% of the overall power. The final timing report lists clock skew as 0.00319 ns. The internal power of the cells is 1.09 mW. The synthesis report gives the async set-or-reset register share as 100%. The number of rows in the core area is 29. The endpoint class of the critical path is an output port. The remaining antenna violation count is 0. The sequential group share of total power is 29.9%. The report lists the cells along the critical path as ha_2 -> inv_1 -> fa_2 -> inv_1 -> a21o_1 -> a21oi_2 -> xnor2_1 -> dlygate4sd2_1. The via count normalized by instance count is 4.11.

The average wire per cell in the routed design is 11.5 um. The HPWL after detailed placement is 1830 um. The kind of start point of the critical path is a flip-flop.

The die extent in x is 101 um. The final weighted congestion of routability-driven global placement is 0.783. The CTS buffer count is 3. The routed layout has 899 vias. The worst reg-to-reg setup slack is 0.12 ns. The starting density of the core is 17.4%. Counting flops and latches in the post-synthesis netlist gives 17.

The destination of the worst hold path is dx_diff_addr_row[7]. The fill cell instance count of the final layout is 658. The total DRC errors in the routed layout is 0. The number of synthesized flops with an enable pin is 0.
## routing by layer
layer	part of all wire, %	track usage [%]	wire length, um
met4	0	0.107	0
met5	0	0	0
met1	48	6.25	1210
met3	3.6	1.39	91
met2	48	7.71	1220
## sequential cells by signal, indices dropped and copies added, names as in the netlist
signal,cells
dx_diff_rst_n,1
dx_diff_addr_col,8
dx_diff_addr_row,8
## kinds of logic after synthesis
logic type / after synthesis / share of synthesized area, %
AOI/OAI and AO/OA: 19 / 10.8
adders and majority gates: 10 / 12.0
and+or+nand+nor: 36 / 19.2
DFF: 17 / 38.8
xor gates and xnor gates: 11 / 8.74
buffers and inverters: 12 / 5.56
muxes: 5 / 4.88
## how the worst max path moves through the flow
| stage | from | end | depth (start not counted) |
|---|---|---|---|
| CTS | dx_diff_addr_row[1] | addr[7] | 6 |
| global route | dx_diff_addr_row[0] | addr[7] | 8 |
| finish | dx_diff_addr_col[2] | addr[6] | 8 |
## power groups by stage
stage         sequential [mW]  combinational, mW  clock (mW)
global route            0.511               1.07       0.243
finish                  0.499              0.953       0.216
CTS                     0.487              0.896       0.224
## cell type report
class	count	area, um^2	area share [%]
inverters	8	30.0	1.95
well taps	77	96.3	6.24
repair buffers	32	269	17.4
flip-flops and latches	17	429	27.8
multi-input cells	81	673	43.6
clock buffers	4	45.0	2.92
## cell usage after synthesis, types with 3 or more instances
cell type,n,share of area [%]
sky130_fd_sc_hd__dfrtp_1,15,34
sky130_fd_sc_hd__inv_1,8,2.7
sky130_fd_sc_hd__xnor2_1,9,7.2
sky130_fd_sc_hd__ha_1,9,10
sky130_fd_sc_hd__a21o_1,3,2.0
sky130_fd_sc_hd__a21oi_1,6,2.7
sky130_fd_sc_hd__nand2_1,5,1.7
sky130_fd_sc_hd__o21ai_0,5,2.3
sky130_fd_sc_hd__nor3_1,3,1.4
sky130_fd_sc_hd__nand3_1,3,1.4
sky130_fd_sc_hd__nor2_1,7,2.4
## stage by stage
step / hold slack (ns) / setup WS [ns] / setup TNS (ns) / cells / cell area (um^2)
after floorplan: 0.184 / 0.333 / 0 / 110 / 1100
after detailed placement: 0.478 / 0.0197 / 0 / 208 / 1380
final: 0.482 / 0.0974 / 0 / 219 / 1540
after global placement: 0.466 / -0.000745 / -0.000745 / 208 / 1380
after CTS: 0.487 / -0.140 / -0.140 / 214 / 1460
after global routing: 0.511 / 0.0130 / 0 / 219 / 1540
## layout by cell type (no fill, tap or decap), types with 3 or more instances in the layout
cell type                         instances
sky130_fd_sc_hd__a21o_1                   3
sky130_fd_sc_hd__a21oi_1                  4
sky130_fd_sc_hd__buf_4                   21
sky130_fd_sc_hd__clkbuf_8                 3
sky130_fd_sc_hd__clkdlybuf4s50_1          6
sky130_fd_sc_hd__dfrtp_1                 14
sky130_fd_sc_hd__dlygate4sd2_1            3
sky130_fd_sc_hd__ha_1                     5
sky130_fd_sc_hd__ha_4                     3
sky130_fd_sc_hd__inv_1                    7
sky130_fd_sc_hd__nand2_1                  5
sky130_fd_sc_hd__nand3_1                  3
sky130_fd_sc_hd__nor2_1                   7
sky130_fd_sc_hd__nor3_1                   3
sky130_fd_sc_hd__o21ai_0                  4
sky130_fd_sc_hd__xnor2_1                  9
## timing repair
item,CTS,global route
resized,7,10
pin swaps,2,5
hold buffers,0,0
endpoints found under the setup margin,4,3
buffers inserted,2,5
Power and IR drop assume default switching activity.
